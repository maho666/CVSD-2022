--- ./run.sh ---
#!/bin/bash
# OpenROAD 26Q1-2900-gdf79404cd8, Yosys 0.63+post, stock flow scripts
make -C /OpenROAD-flow-scripts/flow DESIGN_CONFIG=/design/flow/config.mk WORK_HOME=/design/flow/orfs finish
--- ./config.mk ---
export PLATFORM = sky130hd
export DESIGN_NAME = IOTDF
export DESIGN_NICKNAME = IOTDF
export VERILOG_FILES = /design/flow/design.v
export SDC_FILE = /design/flow/constraint.sdc
export NUM_CORES = 4
export LEC_CHECK = 1
export CORE_UTILIZATION = 40
--- ./constraint.sdc ---
current_design IOTDF

set clk_period 21.8
set clk_io_pct 0.2

create_clock -name clk0 -period $clk_period [get_ports {clk}]

set non_clock_inputs [all_inputs -no_clocks]
set_input_delay [expr $clk_period * $clk_io_pct] -clock clk0 $non_clock_inputs
set_output_delay [expr $clk_period * $clk_io_pct] -clock clk0 [all_outputs]
--- ./design.v ---
`timescale 1ns/10ps
module IOTDF( clk, rst, in_en, iot_in, fn_sel, busy, valid, iot_out);
input          clk;
input          rst;
input          in_en;
input  [7:0]   iot_in;
input  [2:0]   fn_sel;
output         busy;
output         valid;
output [127:0] iot_out;
reg     [6:0]   counter_128;
reg     [1:0]   stt_c,stt_n;
reg     [7:0]   iot_data_1[0:15],iot_data_2[0:15];
reg             bigger_r , bigger_w;
reg             busy_r , busy_w;
reg             valid_w,valid_r;
reg     [2:0]   peak_value;
wire            bigger;
wire    [7:0]   sum_8b;
wire            carry_1b;
parameter EXTRACT_LOW = 128'h6FFF_FFFF_FFFF_FFFF_FFFF_FFFF_FFFF_FFFF;
parameter EXTRACT_HIGH = 128'hAFFF_FFFF_FFFF_FFFF_FFFF_FFFF_FFFF_FFFF;
parameter EXCLUDE_LOW = 128'h7FFF_FFFF_FFFF_FFFF_FFFF_FFFF_FFFF_FFFF;
parameter EXCLUDE_HIGH = 128'hBFFF_FFFF_FFFF_FFFF_FFFF_FFFF_FFFF_FFFF;
assign iot_out = valid? fn_sel == 3?
                {peak_value,iot_data_1[15],iot_data_1[14],iot_data_1[13],iot_data_1[12],iot_data_1[11],iot_data_1[10],
                iot_data_1[9],iot_data_1[8],iot_data_1[7],iot_data_1[6],iot_data_1[5],
                iot_data_1[4],iot_data_1[3],iot_data_1[2],iot_data_1[1],iot_data_1[0][7:3]}  
                :
                ((fn_sel == 5 || fn_sel == 4)||((fn_sel == 6 || fn_sel == 7 || fn_sel == 1 || fn_sel == 2) && bigger)) ?
                 ({iot_data_1[15],iot_data_1[14],iot_data_1[13],iot_data_1[12],iot_data_1[11],iot_data_1[10],
                 iot_data_1[9],iot_data_1[8],iot_data_1[7],iot_data_1[6],iot_data_1[5],
                 iot_data_1[4],iot_data_1[3],iot_data_1[2],iot_data_1[1],iot_data_1[0]})
                 :
                 {iot_data_2[15],iot_data_2[14],iot_data_2[13],iot_data_2[12],iot_data_2[11],iot_data_2[10],
                 iot_data_2[9],iot_data_2[8],iot_data_2[7],iot_data_2[6],iot_data_2[5],
                 iot_data_2[4],iot_data_2[3],iot_data_2[2],iot_data_2[1],iot_data_2[0]}
                :0
                ;  
assign bigger = bigger_r;
assign busy = busy_r;
assign valid = valid_r;
assign {carry_1b , sum_8b} = (|counter_128[3:0] == 0) ? iot_data_1[15] + iot_data_2[15] + bigger
                            :iot_data_1[counter_128[3:0]-1] + iot_data_2[counter_128[3:0]-1] + bigger;
integer i;
always@(*)begin
    case(stt_c)
        0: begin  
            if(rst)
                stt_n = 0;
            else
                stt_n = 1;
        end
        1:begin
            if(   &counter_128[3:0] == 1 )
                stt_n = 2;
            else
                stt_n = 1;
        end
        2:begin
            if(|counter_128 == 0 && ((fn_sel == 3 ||fn_sel == 1 || fn_sel == 2)  ||
            ((fn_sel == 6 || fn_sel == 7) && peak_value > 0 )
            )
            )
                stt_n = 3; 
            else if(fn_sel == 3)
                stt_n = 0;
            else
                stt_n = 1;
        end
        3:begin
            if(fn_sel == 1 || fn_sel == 2)
                stt_n = 0;
            else
                stt_n = 1;
        end
        default: 
            stt_n = 0;
    endcase
end
always@(posedge clk or posedge rst)begin  
    if(rst)begin
        for(i=0 ; i < 16 ; i = i + 1)begin
            iot_data_2[i] <= 0;
        end
        for(i=0 ; i < 16 ; i = i + 1)begin
            iot_data_1[i] <= 0;
        end
    end
    else begin 
        if(stt_c == 0)begin      
        case(fn_sel)
            1 , 6 ,4 , 5 :begin
                for(i=0 ; i < 16 ; i = i + 1)begin
                    iot_data_2[i] <= 0;
                end
                for(i=0 ; i < 16 ; i = i + 1)begin
                    iot_data_1[i] <= 0;
                end
            end
             2 , 7:begin
                for(i=0 ; i < 16 ; i = i + 1)begin
                    iot_data_2[i] <= EXTRACT_LOW;
                end
                for(i=0 ; i < 16 ; i = i + 1)begin
                    iot_data_1[i] <= EXTRACT_LOW;
                end
            end
            default:begin
                for(i=0 ; i < 16 ; i = i + 1)begin
                    iot_data_2[i] <= iot_data_2[i];
                end
                for(i=0 ; i < 16 ; i = i + 1)begin
                    iot_data_1[i] <= iot_data_1[i];
                end
            end
        endcase
    end
    else if(stt_c == 1 && in_en)begin
        case(fn_sel)
            1 , 2,6 , 7:begin
                if(!bigger)begin
                    iot_data_1[counter_128[3:0]] <= iot_in;
                    iot_data_2[counter_128] <= iot_data_2[counter_128];
                end
                else begin
                    iot_data_2[counter_128[3:0]] <= iot_in;
                    iot_data_1[counter_128] <= iot_data_1[counter_128];
                end
            end
            4 , 5:begin
                    iot_data_1[counter_128[3:0]] <= iot_in;
                    iot_data_2[counter_128[3:0]] <= 0;
            end
            3:begin
                if(|counter_128[6:4] == 0)begin
                    iot_data_1[counter_128[3:0]] <= iot_in;
                    iot_data_2[counter_128[3:0]] <= 0;
                end
                else begin
                    iot_data_1[counter_128[3:0]-1] <= sum_8b;
                    iot_data_2[counter_128[3:0]] <= iot_in;
                end
            end
            default:begin
                for(i=0 ; i < 16 ; i = i + 1)begin
                    iot_data_2[i] <= iot_data_2[i];
                end
                for(i=0 ; i < 16 ; i = i + 1)begin
                    iot_data_1[i] <= iot_data_1[i];
                end
            end
        endcase
    end
    else if (stt_c == 2)begin
        case(fn_sel)
            3:begin
                    iot_data_1[15] <= sum_8b;
                    iot_data_2[15] <= iot_in;
            end
            default:begin
                for(i=0 ; i < 16 ; i = i + 1)begin
                    iot_data_2[i] <= iot_data_2[i];
                end
                for(i=0 ; i < 16 ; i = i + 1)begin
                    iot_data_1[i] <= iot_data_1[i];
                end
            end
        endcase
    end
    else begin
         for(i=0 ; i < 16 ; i = i + 1)begin
             iot_data_2[i] <= iot_data_2[i];
         end
         for(i=0 ; i < 16 ; i = i + 1)begin
             iot_data_1[i] <= iot_data_1[i];
         end
    end
    end
end
always@(*)begin
    if(counter_128[3:0] == 4'b1110 || stt_n == 0 || stt_n == 2 || stt_n == 3)
        busy_w = 1;
    else
        busy_w = 0;
end
always@(posedge clk or posedge rst)begin
    if(rst)
        counter_128 <= 0;
    else if(stt_c == 1 && in_en)
        counter_128 <= counter_128 + 1;
    else
        counter_128 <= counter_128;
end
always@(*)begin  
    if(stt_n != 0)begin
    case(fn_sel)
        1 ,6:begin
            if({iot_data_1[15] , iot_data_1[14]} > {iot_data_2[15] , iot_data_2[14]})            
                bigger_w = 1;
            else
                bigger_w = 0;
        end
        2 , 7:begin
            if({iot_data_1[15] , iot_data_1[14]} < {iot_data_2[15] , iot_data_2[14]})            
                bigger_w = 1;
            else
                bigger_w = 0;
        end
        3:begin
            if((stt_c == 1 || stt_c == 2) && carry_1b)            
                bigger_w = 1;
            else
                bigger_w = 0;
        end
        default:
            bigger_w = 0;
    endcase
     end
     else begin
         bigger_w = 0;
     end
end
always@(*)begin
    if(stt_n == 3 || 
    (stt_c == 2 && 
    ((fn_sel == 5 && ({iot_data_1[15],iot_data_1[14]} < EXCLUDE_LOW[127:112] || {iot_data_1[15],iot_data_1[14]} > EXCLUDE_HIGH[127:112]))||
    (fn_sel == 4 && ({iot_data_1[15],iot_data_1[14]} > EXTRACT_LOW[127:112] && {iot_data_1[15],iot_data_1[14]} < EXTRACT_HIGH[127:112]))
    )
    ))    
        valid_w = 1;
    else
        valid_w = 0;
end
always@(posedge clk or posedge rst)begin
    if(rst )
        peak_value <= 0; 
    else if(stt_c == 3)
        peak_value <= 0;
    else if (fn_sel == 3 && ((|counter_128[3:0] == 0 ) && carry_1b))
        peak_value <= peak_value + 1;
    else if((fn_sel == 6 || fn_sel == 7) && (bigger_w != bigger_r))
        peak_value <= peak_value + 1;
    else
        peak_value <= peak_value;
end
always@(posedge clk or posedge rst)begin
    if(rst)begin
        bigger_r <= 0;
        busy_r <= 0;
        valid_r <= 0;
        stt_c <= 0;
    end
    else begin
        bigger_r <= bigger_w;
        busy_r <= busy_w;
        valid_r <= valid_w;
        stt_c <= stt_n;
    end
end
endmodule
==> flow_summary_export.csv <==
group,metric,value,unit
worst_setup_path,path_max_fanout,42,
synthesis,postSynthSeqShare,28.2,%
layout,utilization,47.0,%
routing,dr.pass1.iters,14,
routing,ant_nets,0,
final_timing,fin_tns_setup,0,ns
cts,cts_buffers,35,
routing,routed_wl,161,mm
global_routing,grt_max_degree,92,
cts,clock-root-buffer,"clkbuf_16",
cts,htreeDepth,2,
routing,wl_per_cell,39.7,um
cts,clkLatencyLatePin,0.60,ns
floorplan,die_w,248,um
routing,viasPerCell,7.35,
synthesis,synth_top_cell_by_area,"dfrtp_1",
floorplan,fp-utilization,40.8,%
cts,tritoncts,"yes",
power,leakagePower,12.6,nW
worst_setup_path,end_kind,"output port",
job,cap_violations,0,
power,switchingPower,3.51,mW
global_routing,grt_remaining_overflow,0,
synthesis,syn_area_per_cell,7.48,um^2
synthesis,netlist_instances,3235,
power,pwr-share-seq,25.4,%
cts,ctsHoldBuffers,0,
routing,route.detailed.drc,0,
floorplan,rows,89,
layout,syn2layout_area_growth,15.3,%
final_timing,fmax,0.0789,GHz
worst_setup_path,critPathLaunchType,"input port",
placed_design,io_buffer_count,143,
synthesis,async_reset_ff_share,100,%
worst_setup_path,crit_required,17.44,ns
synthesis,ys.flop_type,"dfrtp_1",
placed_design,gp_congestion,1.12,
layout,drive_gt1_share,9.43,%
synthesis,ys_cells,3235,
synthesis,netlist_area,0.0242,mm^2
global_routing,antenna_found_initial,13,
worst_setup_path,crit_arrival,8.32,ns
routing,drt-initial-drc-count,4309,
final_timing,finalClockPeriodUsage,58.2,%
synthesis,edf_count,0,
global_routing,grt_pass1_wl,220,mm
power,p_comb_share,64.6,%
synthesis,area_leaders,"dfrtp_1, a21oi_1, mux2i_1",
cts,clockBufferDepth,3,
synthesis,yosys_warnings,3,
worst_setup_path,slowest_stage,"clkdlybuf4s50_1",
power,p_per_area,212,mW/mm^2
worst_setup_path,criticalPathCategory,"input port to output port",
final_timing,worst_pin_slew,1.39,ns
cts,ctsResizeCount,0,
floorplan,pin_count,144,
power,ir_drop,0.125,mV
final_timing,final_period_minus_worst_setup_slack,12.68,ns
final_timing,slew_violations,0,
synthesis,synth.most_common_cell,"nand2_1",
global_routing,gr-usage-all-layers,53.5,%
layout,fill_cells,5514,
worst_setup_path,crit_chain,"clkdlybuf4s50_1 -> xnor2_1 -> inv_1 -> o22ai_4 -> buf_4 -> buf_4 -> mux2i_1 -> nand2_1 -> o211a_1 -> clkdlybuf4s50_1",
power,p_int,2.41,mW
synthesis,ys_types,75,
worst_setup_path,cpPeakStageDelay,0.77,ns
cts,cts.sinks,273,
floorplan,floorplan.core_area,0.0594,mm^2
power,power_frac_clock,10.0,%
routing,num_vias,29900,
final_timing,setup_viol,0,
final_timing,skew,0.0407,ns
final_timing,hold_viol,0,
placed_design,detailed_place_hpwl,110,mm
floorplan,die-area,0.0615,mm^2
run_status,status,"complete, no violations",
synthesis,common_cells,"nand2_1, a21oi_1, nand3_1",
power,swShare,59.3,%
cts,path_clk_slew,0.06,ns
synthesis,ys_area,0.0242,mm^2
final_timing,rsz0062_at_grt,"false",
final_timing,relSlewSlack,7.23,%
synthesis,yosys.area.top_type_share,28.1,%
cts,post-cts-setup-buffer-count,0,
hold_path,hold_path_class,"flip-flop to flip-flop",
floorplan,dieHeight,248,um
synthesis,ys.flops,273,
job,warnings,38,
global_routing,grt_pass1_vias,26800,
## metrics by stage
stage | power, mW | setup WS [ns] | hold WS [ns] | area, um^2 | instances
global placement | 5.00 | 9.33 | 0.477 | 26700 | 3988
global route | 6.06 | 8.94 | 0.509 | 27900 | 4050
floorplan | 3.27 | 9.92 | 0.462 | 24200 | 3235
finish | 5.92 | 9.12 | 0.502 | 27900 | 4060
CTS | 5.63 | 9.22 | 0.503 | 27900 | 4050
detailed placement | 5.02 | 9.23 | 0.493 | 26700 | 3988
## state kept, by name, summed over array words and instances, names as in the netlist
register,flops
iot_data_1,128
iot_data_2,128
counter_128,7
stt_c,4
peak_value,3
bigger_r,1
busy_r,1
valid_r,1
## critical path: cells and delay by family
kind / cells / cell delay [ns]
and+or+nand+nor: 1 / 0.07
muxes: 1 / 0.27
AOI/OAI and AO/OA: 2 / 0.48
buffers and inverters: 5 / 2.59
xor gates and xnor gates: 1 / 0.43
## worst paths after layout
check / from / end / slack [ns] / depth (start not counted)
max: fn_sel[1] / iot_out[99] / 9.12 / 10
min: counter_128[6] / counter_128[6] / 0.50 / 1
max reg2reg: counter_128[3] / iot_data_1[11][2] / 14.68 / 21
min reg2reg: counter_128[6] / counter_128[6] / 0.50 / 1
max in group asynchronous: rst / iot_data_2[7][5] / 15.42 / 4
min in group asynchronous: rst / busy_r / 4.37 / 2
## power by group through the flow
stage / clock network (mW) / logic (mW) / registers (mW)
6_report: 0.593 / 3.82 / 1.50
4_1_cts: 0.594 / 3.61 / 1.43
5_1_grt: 0.612 / 3.98 / 1.47
## layout make-up
class / count / area (um^2) / area share, %
Multi-Input combinational cell: 2577 / 16000 / 57.3
Sequential cell: 273 / 6840 / 24.5
Timing Repair Buffer: 324 / 2790 / 10.0
Clock buffer: 49 / 998 / 3.58
Tap cell: 773 / 967 / 3.47
Inverter: 41 / 164 / 0.588
Clock inverter: 13 / 131 / 0.471
Antenna cell: 10 / 25.0 / 0.0897
## cells in the final DEF, fill, tap and decap left out, types with 6 or more instances in the layout
| master | Yosys | layout |
|---|---|---|
| nand2_1 | 416 | 415 |
| and2_1 | 22 | 22 |
| clkdlybuf4s50_1 | 0 | 143 |
| mux2i_1 | 162 | 162 |
| o21ai_1 | 39 | 35 |
| o21a_1 | 22 | 22 |
| ha_1 | 38 | 38 |
| a41oi_1 | 13 | 13 |
| o211ai_1 | 20 | 20 |
| xnor2_1 | 12 | 12 |
| a21oi_1 | 404 | 403 |
| a221oi_1 | 54 | 54 |
| clkbuf_1 | 242 | 7 |
| nand2b_1 | 8 | 8 |
| nor2_1 | 244 | 243 |
| mux2_2 | 24 | 24 |
| o21ai_0 | 95 | 95 |
| nand4_1 | 22 | 22 |
| and3_1 | 34 | 33 |
| nor3_1 | 48 | 44 |
| buf_4 | 4 | 181 |
| o22a_1 | 53 | 53 |
| a222oi_1 | 29 | 29 |
| diode_2 | 0 | 10 |
| nor2b_1 | 12 | 10 |
| a21boi_0 | 28 | 27 |
| a22o_1 | 42 | 42 |
| o211a_1 | 124 | 124 |
| clkbuf_8 | 0 | 7 |
| a31oi_1 | 104 | 103 |
| nand3_1 | 301 | 299 |
| o31ai_1 | 6 | 6 |
| a211oi_1 | 14 | 13 |
| dfrtp_1 | 272 | 270 |
| inv_1 | 36 | 35 |
| a21o_1 | 20 | 20 |
| clkinv_2 | 0 | 7 |
| clkbuf_16 | 0 | 35 |
| a22oi_1 | 83 | 83 |
## routing by layer
layer,track usage (%),share of wire (%),vias up,routed length [um]
met1,67.5,36,14300,58400
met2,69.8,39,2701,63100
met4,35.7,8.7,12,14100
li1,-,-,12100,-
met3,29.1,16,706,25500
met5,2.23,0.14,-,228
## cells by family after synthesis
| group | after synthesis | synth area share [%] |
|---|---|---|
| compound gates | 1197 | 33.8 |
| mux | 187 | 7.91 |
| xor+xnor | 15 | 0.543 |
| buf+inv | 385 | 6.32 |
| flops | 273 | 28.2 |
| simple gates | 1136 | 20.9 |
| fa+ha+maj | 42 | 2.30 |
Power figures rest on the tool's default switching activity, not on a simulated workload.
